File: flow/config.mk
export PLATFORM = sky130hd
export DESIGN_NAME = LFSR
export DESIGN_NICKNAME = LFSR
export VERILOG_FILES = /design/flow/design.v
export SDC_FILE = /design/flow/constraint.sdc
export NUM_CORES = 4
export LEC_CHECK = 1
export CORE_AREA = 10 10 111 111
export DIE_AREA = 0 0 121 121
File: flow/constraint.sdc
current_design LFSR

set clk_period 1.9
set clk_io_pct 0.2

create_clock -name clk0 -period $clk_period [get_ports {clk}]

set non_clock_inputs [all_inputs -no_clocks]
set_input_delay [expr $clk_period * $clk_io_pct] -clock clk0 $non_clock_inputs
set_output_delay [expr $clk_period * $clk_io_pct] -clock clk0 [all_outputs]
File: flow/design.v
`timescale 1ns / 1ps
module LFSR #(parameter FILL=16'hACE1) (output random, output reg[3:0] LFSR, input step, rerun, randomize, clk, reset);
reg [15:0] lfsr, rerun_reg;
reg randomize_d;
wire fb = lfsr[0] ^ lfsr[2] ^ lfsr[3] ^ lfsr[5];
wire falling_edge_randomize  = ~randomize & randomize_d;
assign random = lfsr[0];
always @(posedge clk) begin
	LFSR <= lfsr[3:0];
  if (reset) begin
    lfsr <= FILL; 
    rerun_reg <= FILL;
  end
  else begin
    randomize_d <= randomize;
    if (step | randomize) begin
      lfsr <={fb, lfsr[15:1]};
    end
    if (rerun) begin
      lfsr <= rerun_reg;
    end
    if (falling_edge_randomize) begin
      rerun_reg <= lfsr;
    end
  end
end
endmodule
File: flow/run.sh
#!/bin/bash
# OpenROAD 26Q1-2900-gdf79404cd8, Yosys 0.63+post, stock flow scripts
make -C /OpenROAD-flow-scripts/flow DESIGN_CONFIG=/design/flow/config.mk WORK_HOME=/design/flow/orfs finish
==> flow_summary.toml <==
# physical design summary
[yosys]
ys_warn_count = 1
ys_async_sr_fraction = 0
synth-seq-area-share = 0.501
edf_count = 1
yosys_cells = 164
ys_ff = 37
synth_cells = 164
synth.distinct_cells = 25
ys.flop_type = "dfxtp_1"
netlist_area_um2 = 1500
syn_area_per_cell_um2 = 9.13
yosys_area_um2 = 1500

[placement]
place_congestion = 0.760
io_buffers = 9
place_area_um2 = 1730
dp_hpwl_mm = 1.85
place_ws_ps = 5.71
placedCellCount = 299

[setup_path]
cp.arrival_ps = 1820
worstSetupPathType = "in -> reg"
rr_startpoint = "lfsr[15]$_SDFFE_PP1P_"
reg2reg_depth = 3
startpoint_type = "input pin"
endpoint_kind = "register"
r2r_end = "lfsr[15]$_SDFFE_PP1P_"
crit_required_ps = 2110
ff2ff_setup_slack_ps = 750
cp_max_fo = 7

[min_path]
hold_start = "lfsr[1]$_SDFFE_PP0P_"
hold_depth = 0
hold_path_end = "LFSR[1]$_DFF_P_"
hold_class = "reg -> reg"

[layout]
layout-drive-gt1-share = 0.121
fin_cells = 306
finalInstanceArea_um2 = 1810
area_growth_pct = 21.0

[final_timing]
skew_ps = 3.97
holdWs_ps = 394
finalMaxSlewViolations = 0
finalCriticalPeriod_ps = 1610
worst_pin_slew_ps = 799
finalHoldViolations = 0
rsz0062_at_grt = "no"
timing.fmax_ghz = 0.623
slew_headroom = 0.463
period_used_share = 0.845
setup_violations = 0
setup_ws_ps = 294

[power]
power.internal_mw = 1.20
vdd_ir_drop_max_mv = 0.350
seq_power_share = 0.547
p_sw_frac = 0.237
clock_power_share = 0.343
p_comb_frac = 0.109
power_density_nw_per_um2 = 869
power_mw = 1.57
leakagePower_nw = 0.667
p_sw_uw = 372

[clock_network]
clk_path_buf_depth = 2
root_buffer = "clkbuf_8"
clk_pin_slew_ps = 70
cts_max_level = 2
clock-sinks = 37
cts_buffers = 5
cts_tree = "done"
holdBufCountCts = 0
cts-resized-gates = 0
cts_setup_buffers = 0
clk_latency_ps = 280

[detailed_routing]
dr.pass1.iters = 4
ant_nets = 0
viasPerCell = 3.55
drt-total-wl_mm = 2.87
avgRoutedWirePerCell_um = 9.36
drcViolationCount = 0
n_antenna_cell = 0
drt_iter0_drc = 93
vias = 1086

[floorplan]
rows = 36
core_um2 = 9860
ioPinCount = 10
die_x_um = 121
die_area_um2 = 14600
floorplan.core_util = 0.152
die_h_um = 121

[status]
status = "finished, final reports clean"

[grt]
grt-ovfl-total = 0
grt_start_max_net_pins = 24
grt_first_pass_wirelength_mm = 4.83
grt_util_all_layers = 0.0389
antenna_found_initial = 0
grt_pass1_vias = 996

[flow_run]
max_cap_violations = 0
warning_count = 25
## layout by cell type (no fill, tap or decap), types with 5 or more instances in the layout
cell type / netlist / final
mux2i_1: 8 / 8
nor2b_1: 7 / 7
clkdlybuf4s50_1: 0 / 9
a21oi_1: 10 / 10
a211oi_2: 8 / 8
nand2_1: 32 / 32
dfxtp_1: 36 / 36
nor2_1: 16 / 16
o21ai_1: 5 / 5
clkbuf_8: 0 / 6
nand3_1: 8 / 8
a211oi_1: 7 / 7
buf_4: 0 / 5
## metal layers
| layer | track usage | vias to the layer above | wire length, um |
|---|---|---|---|
| met4 | 0.00528 | 0 | 38 |
| met1 | 0.0526 | 497 | 1400 |
| met3 | 0.0137 | 5 | 174 |
| met5 | 0 | - | 0 |
| li1 | - | 566 | - |
| met2 | 0.0599 | 18 | 1250 |
## worst max-delay path, stage by stage
cell,delay [ps]
clkdlybuf4s50_1,480
nor3_1,690
a211oi_1,90
o21ai_0,180
## synthesized netlist by cell type, drive strengths merged, types with 2 or more instances
cell type | n | share of area
a21oi | 10 | 0.033
mux2i | 8 | 0.053
nor3 | 2 | 0.0067
a211oi | 15 | 0.10
nand2 | 32 | 0.080
buf | 9 | 0.048
xor2 | 2 | 0.012
clkbuf | 4 | 0.010
nand3 | 8 | 0.027
o21ai | 7 | 0.023
dfxtp | 36 | 0.48
nor2 | 16 | 0.040
nand2b | 2 | 0.0084
nor2b | 7 | 0.029
## cell families after synthesis
group | after synthesis | share of synthesized area
flip-flops | 37 | 0.501
multiplexers | 8 | 0.0535
buffers and inverters | 14 | 0.0601
AND-OR/OR-AND | 32 | 0.159
XOR/XNOR | 3 | 0.0175
AND/OR/NAND/NOR | 70 | 0.209
## worst max path at each step
stage | start | to | slack (ps) | cells past startpoint
after CTS | lfsr[0]$_SDFFE_PP1P_ | random | 300 | 1
after global routing | rerun | lfsr[13]$_SDFFE_PP1P_ | 130 | 4
final | rerun | lfsr[7]$_SDFFE_PP1P_ | 290 | 4
## power groups by stage
stage	clock [mW]	sequential [mW]	combinational (mW)
CTS	0.556	0.862	0.175
finish	0.540	0.861	0.172
global route	0.591	0.867	0.193
## metrics by stage
step	TNS, ps	utilization
after floorplan	0	-
after global routing	0	0.184
after detailed placement	0	0.175
after CTS	0	0.184
final	0	0.184
after global placement	-4.55	0.175
## area by class of cell
cell class / count / area [um2]
clock buffers: 7 / 86.3
fillers: 1067 / 8050
inverters: 1 / 3.75
multi-input cells: 113 / 657
flip-flops and latches: 37 / 751
well taps: 133 / 166
repair buffers: 15 / 148
Power figures rest on the tool's default switching activity, not on a simulated workload.
